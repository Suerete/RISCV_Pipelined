<file path="config.mk">
export PLATFORM = sky130hd
export DESIGN_NAME = stageid
export DESIGN_NICKNAME = stageid
export VERILOG_FILES = /design/flow/design.v
export SDC_FILE = /design/flow/constraint.sdc
export NUM_CORES = 4
export LEC_CHECK = 1
export CORE_UTILIZATION = 30
</file>
<file path="constraint.sdc">
current_design stageid

set clk_period 18.9
set clk_io_pct 0.2

create_clock -name clk0 -period $clk_period [get_ports {i_clk}]

set non_clock_inputs [all_inputs -no_clocks]
set_input_delay [expr $clk_period * $clk_io_pct] -clock clk0 $non_clock_inputs
set_output_delay [expr $clk_period * $clk_io_pct] -clock clk0 [all_outputs]
</file>
<file path="design.v">
module controlunit (
    input logic [31:0] i_instr,
    output logic pc_sel, rd_wren, br_un, opa_sel, opb_sel, mem_wren, inst_vld,
    output logic [3:0] alu_op,
    output logic [1:0] wb_sel,
    output logic [3:0] lsu_op,
    output logic branch,   
    output logic [2:0] fun3   
);
    logic [4:0] opcode;
    logic fun7;
    logic br_unte;
    always_comb begin 
        opcode = i_instr[6:2];
        fun3   = i_instr[14:12];  
        fun7   = i_instr[30];
        br_unte = i_instr[13];
    end
    always_comb begin
        pc_sel    = 1'b0;     
        br_un     = 1'b0;     
        rd_wren   = 1'b0;     
        opa_sel   = 1'b0;     
        opb_sel   = 1'b1;     
        mem_wren  = 1'b0;     
        alu_op    = 4'b0000;  
        wb_sel    = 2'b00;    
        lsu_op    = 4'b0100;  
        inst_vld  = 1'b1;
        branch    = 1'b0;     
			inst_vld = (i_instr == 32'h00000013) ? 1'b0 : 1'b1;
        case (opcode)
				5'b01100: begin
					pc_sel  = 1'b0;
					rd_wren = 1'b1;
					opa_sel = 1'b0;
					opb_sel = 1'b0;  
					wb_sel  = 2'b00;  
					inst_vld = 1'b0;
								case  (fun3)
										3'b000: begin
															case  (fun7)
																1'b0: alu_op = 4'b0000;  
																1'b1: alu_op = 4'b0001;  
															endcase
													end
										3'b001: alu_op = 4'b0111;  
										3'b010: alu_op = 4'b0010;  
										3'b011: alu_op = 4'b0011;  
										3'b100: alu_op = 4'b0100;  
										3'b101: begin
															case (fun7)
																1'b0: alu_op = 4'b1000;  
																1'b1: alu_op = 4'b1001;  
															endcase
													end
										3'b110: alu_op = 4'b0101;  
										3'b111: alu_op = 4'b0110;  
								endcase													
						end
				5'b00100: begin
					pc_sel  = 1'b0;
					rd_wren = 1'b1;
					opa_sel = 1'b0;
					opb_sel = 1'b1;  
					wb_sel  = 2'b00;  
					inst_vld = 1'b0;
									case (fun3)
											3'b000: alu_op = 4'b0000;  
											3'b001: alu_op = 4'b0111;  
											3'b010: alu_op = 4'b0010;  
											3'b011: alu_op = 4'b0011;  
											3'b100: alu_op = 4'b0100;  
											3'b101: begin
															case (fun7)
																1'b0: alu_op = 4'b1000;  
																1'b1: alu_op = 4'b1001;  
															endcase
														end
											3'b110: alu_op = 4'b0101;  
											3'b111: alu_op = 4'b0110;  
									endcase
							end
            5'b11000: begin
                opa_sel   = 1'b1;
                opb_sel   = 1'b1;  
                rd_wren   = 1'b0;
                mem_wren  = 1'b0;
                inst_vld  = 1'b0;
                branch    = 1'b1;   
                case (br_unte)
                    1'b0: br_un = 1'b1;  
                    1'b1: br_un = 1'b0;  
                endcase
            end
				5'b01000: begin
					pc_sel   = 1'b0;
					rd_wren  = 1'b0;
					opa_sel  = 1'b0;
					opb_sel  = 1'b1;  
					mem_wren = 1'b1;
					wb_sel   = 2'b01;  
					inst_vld = 1'b0;
					case (fun3)
							3'b000: lsu_op = 4'b1000;  
							3'b001: lsu_op = 4'b1001;  
							3'b010: lsu_op = 4'b1010;  
							default: begin
										end
					endcase
							 end
				5'b00000: begin
					pc_sel   = 1'b0;
					rd_wren  = 1'b1;
					opa_sel  = 1'b0;
					opb_sel  = 1'b1;  
					mem_wren = 1'b0;
					wb_sel   = 2'b01;  
					inst_vld = 1'b0;
					case (fun3)
							3'b000: lsu_op = 4'b0000;  
							3'b001: lsu_op = 4'b0010;  
							3'b010: lsu_op = 4'b0100;  
							3'b100: lsu_op = 4'b0001;  
							3'b101: lsu_op = 4'b0011;  
							default: begin
										end
					endcase
							 end			
				5'b11011: begin    
					pc_sel   = 1'b1;
					rd_wren  = 1'b1;
					opa_sel  = 1'b1;
					opb_sel  = 1'b1;  
					mem_wren = 1'b0;
					wb_sel   = 2'b10;  
					inst_vld = 1'b0;
							 end
				5'b11001: begin 	 
					pc_sel   = 1'b1;
					rd_wren  = 1'b1;
					opa_sel  = 1'b0;
					opb_sel  = 1'b1;  
					mem_wren = 1'b0;
					wb_sel   = 2'b10;  
					inst_vld = 1'b0;
							end
				5'b01101: begin 
					pc_sel   = 1'b0;
					rd_wren  = 1'b1;
					mem_wren = 1'b0;
					opb_sel  = 1'b1;
					wb_sel   = 2'b11;   
					inst_vld = 1'b0;
						end
				5'b00101: begin
					pc_sel   = 1'b0;
					rd_wren  = 1'b1;
					opa_sel  = 1'b1;
					opb_sel  = 1'b1;  
					mem_wren = 1'b0;
					wb_sel   = 2'b00;  
					inst_vld = 1'b0;
						end
				default: begin
				end
			endcase
		end
endmodule
module immgenn (
    input  logic [31:0] i_inst,   
    output logic [31:0] o_imm     
);
    logic [4:0] opcode;           
    assign opcode = i_inst[6:2];
    always_comb begin
        case (opcode)
            5'b00100: begin
                o_imm = {{21{i_inst[31]}}, i_inst[30:20]};  
            end
            5'b00000: begin
                o_imm = {{21{i_inst[31]}}, i_inst[30:20]};
            end
            5'b01000: begin
                o_imm = {{21{i_inst[31]}}, i_inst[30:25], i_inst[11:7]};
            end
            5'b11000: begin
                o_imm = {{20{i_inst[31]}} , i_inst[7], i_inst[30:25], i_inst[11:8], 1'b0};  
            end
            5'b11011: begin
                o_imm = {{12{i_inst[31]}}, i_inst[19:12], i_inst[20], i_inst[30:21], 1'b0};  
            end
            5'b01101: begin
                o_imm = {i_inst[31:12], 12'b0};  
            end
            5'b00101: begin
                o_imm = {i_inst[31:12], 12'b0};  
            end
            5'b11001: begin
                o_imm = {{21{i_inst[31]}}, i_inst[30:20]};
            end
            default: begin
                o_imm = 32'b0;
            end
        endcase
    end
endmodule
module regfile (
    input  logic        i_clk,
    input  logic        i_reset,
    input  logic [4:0]  i_rs1_addr,   
    input  logic [4:0]  i_rs2_addr,   
    input  logic [4:0]  i_rd_addr,    
    input  logic [31:0] i_rd_data,    
    input  logic        i_rd_wren,    
	 output logic [31:0] o_rs1_data,   
    output logic [31:0] o_rs2_data   
);
    logic [31:0] registers [31:0];
    assign o_rs1_data = (i_rs1_addr == 5'd0) ? 32'd0 : registers[i_rs1_addr];
    assign o_rs2_data = (i_rs2_addr == 5'd0) ? 32'd0 : registers[i_rs2_addr];
    always_ff @(posedge i_clk) begin
        if (!i_reset) begin
            for (int i = 0; i < 32; i = i + 1) begin
                registers[i] <= 32'd0;
            end
        end else if (i_rd_wren && i_rd_addr != 5'd0) begin
            registers[i_rd_addr] <= i_rd_data;  
        end
    end
endmodule
module stageid(
	input logic i_clk, i_reset,
	input logic rd_wren_wb,
	input logic [31:0] instr_id, pc_id, pc_four_id, instr_wb, wb_data,
	output logic pc_sel, rd_wren, inst_vld, opa_sel, opb_sel, mem_wren,
	output logic [3:0] alu_op, lsu_op,
	output logic [1:0] wb_sel,
	output logic [31:0] rs1_data, rs2_data, immgen,
	output logic branch,
	output logic [2:0] fun3,
	output logic br_un
);
    regfile regfile (
        .i_clk          (i_clk),
        .i_reset        (i_reset),
        .i_rs1_addr     (instr_id [19:15]),
        .i_rs2_addr     (instr_id [24:20]),
        .i_rd_addr      (instr_wb [11:7]),
        .i_rd_data      (wb_data),
        .i_rd_wren      (rd_wren_wb),
        .o_rs1_data     (rs1_data),
        .o_rs2_data     (rs2_data)
);
	    immgenn immgenn (
        .i_inst (instr_id),
        .o_imm (immgen)
);
    controlunit controlunit (
        .i_instr    (instr_id),
        .pc_sel     (pc_sel),
        .rd_wren    (rd_wren),
		  .inst_vld		(inst_vld),
        .br_un      (br_un),
        .opa_sel    (opa_sel),
        .opb_sel    (opb_sel),
        .mem_wren   (mem_wren),
        .alu_op     (alu_op),
        .wb_sel     (wb_sel),
		  .lsu_op      (lsu_op),
		  .branch		(branch),  
		  .fun3			(fun3)	  
    );
endmodule
</file>
<file path="run.sh">
#!/bin/bash
# OpenROAD 26Q1-2900-gdf79404cd8, Yosys 0.63+post, stock flow scripts
make -C /OpenROAD-flow-scripts/flow DESIGN_CONFIG=/design/flow/config.mk WORK_HOME=/design/flow/orfs finish
</file>
==> qor.txt <==
Adders+Majority by Area: 0%
Worst path max stage delay: 740 ps
CTS H-Tree Depth: 3
initial DRC count: 2,478
ys flops: 1,024
Gate Area: 0.0238 mm2
biggest area consumer among synthesized cells: edfxtp_1
comb area leader: multiplexers
fillers: 17,400
xor/xnor share: 0.0157%
num ports: 280
CP Data Required Time: 15,120 ps
Async SR Flop Fraction: 0%
Slew Viols, Final: 0
largest net degree at the start of global routing: 85
yosys warns: 3
via count: 36,300
Setup crit start: instr_id[20]
CP startpoint kind: input port
Critical Path AT: 8200 ps
Leak: 22.7 nW
most used cell, CP: buf_4
Hold/Removal Path Class: in2reg
fp util: 30.3%
EDFF count, synth: 1,024
max reg flops: 1,024
vias in the first global route: 38,200
overall routing resource usage: 23.0%
Detail Route Antenna Nets: 0
Synth Seq Share: 55.2%
Die X: 433 um
ys flop type: edfxtp_1
Peak VDD IR: 0.0749 mV
top cell type's share of synthesized area: 55.2%
maximum clock path buffer count: 3
wire per inst: 30.7 um
Area Overhead vs Synth: 15.2%
CTS tree: built
worst slew pin tran: 969 ps
Final GP Congestion: 0.910
Max FO, Critical Path: 64
# setup viols final: 0
core area: 0.184 mm2
Post-CTS Resized: 0
area fraction in compound gates: 5.30%
status: finished clean
Clock Pin Slew Worst Setup and Hold Paths: 60 ps
CP endpoint kind: output port
Simple Share, Synth: 13.7%
Pre-Repair DR Iteration Count: 7
vias per cell: 5.45
Biggest register: regfile.registers
Sum Neg Setup Slack: 0 ps
chip area: 0.188 mm2
cts bufs inserted: 108
Netlist cell types: 54
Sink Count: 1,024
Crit Path Category: in2out
utilization after layout: 34.9%
Die Y: 433 um
Syn Area/Cell: 13.9 um2
relative slew slack: 35.1%
top cells, area: edfxtp_1 (55%), mux4_2 (12%), and2_1 (11%)
Post-Syn Area: 0.0557 mm2
yosys stat area: 0.0557 mm2
HPWL Detailed: 122,000 um
DRC violations left: 0
# hold bufs at CTS: 0
final wirelength: 204,000 um
Reg area: 0.0307 mm2
tool warnings: 119
Hold WS: 3580 ps
GRT overflow: 0
Post-Syn Instances: 4,014
# Post-CTS Setup Buffers: 0
# Cells Yosys: 4,014
RSZ-0062 raised after global routing: no
power density over the cells: 85.3 mW/mm2
initial antenna violation count: 17
crit path cell chain: buf_8 -> buf_12 -> buf_4 -> buf_4 -> mux4_2 -> nand2b_1 -> nand3_1 -> o211ai_1 -> and3_1 -> clkdlybuf4s50_1
fmax: 0.0835 GHz
slowest CP cell: buf_4
Port Buffer Count: 186
Clock Tree Root: clkbuf_16
largest registers: regfile.registers x1024
Final period util: 63.4%
first-pass GRT wire length: 283,000 um
FP Rows: 157
CP endpoint: rs2_data[8]
Fin. Hold Viols: 0
layout cells sized above 1: 18.0%
Mux area share: 22.2%
minimum clock period: 11,980 ps
# Max-Cap Violations: 0
==> stage by stage <==
step                setup slack (ps)  power [mW]  instance area, um2  cells
floorplan                       9750        3.13               55900   4045
global placement                7000        3.45               60900   6455
detailed placement              6980        3.46               60900   6455
CTS                             6980        5.50               64200   6649
global route                    6720        5.63               64200   6655
finish                          6920        5.48               64200   6662
==> layout by cell type (no fill, tap or decap), types with 4 or more instances in the layout <==
master	n
edfxtp_1	1024
and2_1	1002
mux2i_1	504
mux4_2	306
a22oi_1	183
clkdlybuf4s50_1	175
buf_4	175
clkbuf_16	108
nand2_1	82
nand3_1	54
a31oi_1	42
a21oi_1	41
mux2_2	40
nor2_4	36
clkinv_1	34
conb_1	32
o21ai_4	31
and3_1	27
nor2_1	26
o22ai_1	26
clkbuf_1	25
o21ai_1	21
nor3_1	15
a221oi_1	14
a22o_1	14
diode_2	13
a221o_1	11
clkinv_2	11
o22a_1	10
nor2b_1	9
nand2b_1	9
a21o_1	9
o221ai_1	8
bufinv_16	8
inv_1	5
nor2b_4	5
o211ai_1	5
nand3b_1	4
buf_2	4
==> cell usage after synthesis, types with 33 or more instances <==
cell type and count:
edfxtp_1 1024, and2_1 1004, mux2i_1 504, mux4_2 306, clkbuf_1 277, a22oi_1 183, nand2_1 83, buf_2 65
nor2_1 63, nand3_1 54, buf_4 44, a31oi_1 42, a21oi_1 41, mux2_2 40, o21ai_0 33
==> routing by layer <==
layer  part of all wire (%)  GRT usage (%)  wire [um]
met3                     17           16.4      34200
met5                   0.18           1.61        367
met1                     31           24.0      63700
met4                    6.1           11.4      12500
met2                     46           34.4      93600
==> critical path, delay by kind of cell <==
kind                   cells  cell delay [ps]
AOI/OAI and AO/OA          1              340
buffers and inverters      5             2660
muxes                      1              580
and+or+nand+nor            3              600
==> where the power goes <==
part | leakage, nW | internal, mW | switching (mW) | total (mW)
combinational | 11.3 | 0.304 | 0.430 | 0.735
sequential | 9.75 | 2.62 | 0.0603 | 2.69
clock | 1.62 | 1.15 | 0.907 | 2.06
total | 22.7 | 4.08 | 1.40 | 5.48
==> cell type report <==
cell class,count,share of cell area (%)
flip-flops and latches,1024,47.9
multi-input cells,2598,37.0
repair buffers,363,5.03
well taps,2464,4.80
clock buffers,133,4.35
clock inverters,61,0.838
diodes,13,0.0506
inverters,6,0.0351
==> cell families (layout without fill, tap and decap cells) <==
family | Yosys count | in the layout
flip-flops | 1024 | 1024
buffers and inverters | 423 | 563
multiplexers | 850 | 850
other | 1 | 45
AND/OR/NAND/NOR | 1291 | 1291
AND-OR/OR-AND | 424 | 424
XOR/XNOR | 1 | 1
==> how the worst min path moves through the flow <==
stage / start / slack [ps] / depth (start not counted) / end
6_report: i_reset / 3580 / 2 / regfile.registers[0][31]
5_1_grt: i_reset / 3590 / 2 / regfile.registers[0][30]
4_1_cts: i_reset / 3550 / 2 / regfile.registers[0][25]
Power and IR drop assume default switching activity.
