==> config.mk <==
export PLATFORM = sky130hd
export DESIGN_NAME = mem_ff
export DESIGN_NICKNAME = mem_ff
export VERILOG_FILES = /design/flow/design.v
export SDC_FILE = /design/flow/constraint.sdc
export NUM_CORES = 4
export LEC_CHECK = 1
export CORE_AREA = 10 10 332 332
export DIE_AREA = 0 0 342 342
==> constraint.sdc <==
current_design mem_ff

set clk_period 1.0
set clk_io_pct 0.2

create_clock -name clk0 -period $clk_period [get_ports {i_clk}]

set non_clock_inputs [all_inputs -no_clocks]
set_input_delay [expr $clk_period * $clk_io_pct] -clock clk0 $non_clock_inputs
set_output_delay [expr $clk_period * $clk_io_pct] -clock clk0 [all_outputs]
==> design.v <==
module mem_ff (
		input logic i_clk, i_reset_mem, i_enable_mem,
		input logic pc_sel_mem, rd_wren_mem, inst_vld_mem,
		input logic [1:0] wb_sel_mem,
		input logic [31:0] ld_data,
		input logic [31:0] alu_data_mem,
		input logic [31:0] immgen_mem,
		input logic [31:0] instr_mem,
		input logic [31:0] pc_four_mem,
		input logic [31:0] pc_mem,
		input logic [31:0] i_io_sw,
		input logic [31:0] o_io_lcd_mem,
		input logic [31:0] o_io_ledg_mem,
		input logic [31:0] o_io_ledr_mem,
		input logic [6:0] o_io_hex0_mem,
		input logic [6:0] o_io_hex1_mem,
		input logic [6:0] o_io_hex2_mem,
		input logic [6:0] o_io_hex3_mem,
		input logic [6:0] o_io_hex4_mem,
		input logic [6:0] o_io_hex5_mem,
		input logic [6:0] o_io_hex6_mem,
		input logic [6:0] o_io_hex7_mem,
		output logic pc_sel_wb, rd_wren_wb, inst_vld_wb,
		output logic [1:0] wb_sel_wb,
		output logic [31:0] ld_data_wb,
		output logic [31:0] alu_data_wb,
		output logic [31:0] immgen_wb,
		output logic [31:0] instr_wb,
		output logic [31:0] pc_four_wb,
		output logic [31:0] pc_wb,
		output logic [31:0] o_io_lcd,
		output logic [31:0] o_io_ledg,
		output logic [31:0] o_io_ledr,
		output logic [6:0] o_io_hex0,
		output logic [6:0] o_io_hex1,
		output logic [6:0] o_io_hex2,
		output logic [6:0] o_io_hex3,
		output logic [6:0] o_io_hex4,
		output logic [6:0] o_io_hex5,
		output logic [6:0] o_io_hex6,
		output logic [6:0] o_io_hex7,
		output logic [31:0] i_io_sw_wb
);
		always_ff @(posedge i_clk) begin
			if (!i_reset_mem) begin
				pc_sel_wb 		<= 1'b0;
				rd_wren_wb 		<= 1'b0;
				inst_vld_wb		<= 1'b0;
				wb_sel_wb		<= 2'b00;
				ld_data_wb		<= 32'h0;
				alu_data_wb		<= 32'h0;
				immgen_wb		<= 32'h0;
				instr_wb			<= 32'h0000_0013;
				pc_four_wb		<= 32'h0;
				pc_wb				<= 32'h0;
				o_io_lcd		<= 32'h0;
				o_io_ledg	<= 32'h0;
				o_io_ledr	<= 32'h0;
				o_io_hex0	<= 7'b0000_000;
				o_io_hex1	<= 7'b0000_000;
				o_io_hex2	<= 7'b0000_000;
				o_io_hex3	<= 7'b0000_000;
				o_io_hex4	<= 7'b0000_000;
				o_io_hex5	<= 7'b0000_000;
				o_io_hex6	<= 7'b0000_000;
				o_io_hex7	<= 7'b0000_000;
				i_io_sw_wb		<= 32'h0;
				end
			else if (i_enable_mem) begin
				pc_sel_wb 		<= pc_sel_mem;
				rd_wren_wb 		<= rd_wren_mem;
				inst_vld_wb		<= inst_vld_mem;
				wb_sel_wb		<= wb_sel_mem;
				ld_data_wb		<= ld_data;
				alu_data_wb		<= alu_data_mem;
				immgen_wb		<= immgen_mem;
				instr_wb			<= instr_mem;
				pc_four_wb		<= pc_four_mem;
				pc_wb				<= pc_mem;
				o_io_lcd		<= o_io_lcd_mem;
				o_io_ledg	<= o_io_ledg_mem;
				o_io_ledr	<= o_io_ledr_mem;
				o_io_hex0	<= o_io_hex0_mem;
				o_io_hex1	<= o_io_hex1_mem;
				o_io_hex2	<= o_io_hex2_mem;
				o_io_hex3	<= o_io_hex3_mem;
				o_io_hex4	<= o_io_hex4_mem;
				o_io_hex5	<= o_io_hex5_mem;
				o_io_hex6	<= o_io_hex6_mem;
				o_io_hex7	<= o_io_hex7_mem;
				i_io_sw_wb		<= i_io_sw;
				end
			end
endmodule
==> run.sh <==
#!/bin/bash
# OpenROAD 26Q1-2900-gdf79404cd8, Yosys 0.63+post, stock flow scripts
make -C /OpenROAD-flow-scripts/flow DESIGN_CONFIG=/design/flow/config.mk WORK_HOME=/design/flow/orfs finish
==> deck_impl_summary.md <==
Synthesis and Place & Route Summary

Pwr
  – Combinational power share: 13.6%
  – Seq pwr share: 42.1%
  – Worst IR Drop VDD: 1.10 mV
  – Clk pwr share: 44.2%
  – Psw: 9120 uW
  – Final Power: 39,800 uW
  – Power per standard cell area: 1590 nW/um^2
  – Internal: between 30,000 and 40,000 uW
  – Leak pwr: 0.0111 uW
  – Switching Fraction: 22.9%

Placed design
  – Port Buffers: 764
  – Post-place setup slack: -205 ps
  – Post-Place Cells: 3,362
  – Post-DP HPWL: 43,100 microns
  – GPL Wtd Cong: between 0.8 and 0.9

Routing
  – Initial DRT Pass Iterations: 4
  – Vias per cell: 3.29
  – DRC violations left: 0
  – Post-DRT Antenna Nets: 0
  – Routed WL: 55,700 microns
  – Vias: 11,400
  – WL per Instance: between 15 and 20 microns
  – 1st-iter DRT viols: 279

Synth
  – Synth Register Bits: 381
  – Yosys stat cell total: 1,228
  – Max-area cell share: between 50% and 60%
  – Count of different cell masters after synthesis: 8
  – Mapped Cells: approximately 1,200
  – Total number of yosys warnings: 1
  – Cell type with the largest total area: dfxtp_1
  – Seq share, synth: approximately 53%
  – Cell area after synthesis: 14,300 sq um
  – Syn_area_per_cell: 11.7 sq um
  – Yosys chip area: 14,300 sq um
  – Synth area leaders: dfxtp_1 53%, mux2i_1 27%, nor2b_1 17%

Finish
  – Fraction of layout cells with a size suffix above 1: 44.8%
  – Core Util, Final: between 20% and 30%
  – Layout Cells excl Fill: 3,471
  – Area Overhead vs Synth: 75.2%
  – Filler cells: around 11,000
  – Most common logic cells in the final layout: 381 x mux2i_1, 381 x clkdlybuf4s50_1, 378 x nor2b_1, 377 x dfxtp_2, 271 x buf_2

Worst setup path
  – Critical-path cell list: buf_6
  – Setup crit end kind: output port
  – CP max-delay cell: dfxtp_4
  – Crit. Startpoint: o_io_lcd[9]
  – Worst r2r src: i_io_sw_wb[8]
  – Slowest stage delay, CP: approximately 360 ps
  – Critical path class: register to output port
  – CP max FO: 2
  – Delay-heaviest family, CP: flip-flops
  – Critical path buffers and inverters: 1
  – Worst EP arrival: roughly 1100 ps
  – Crit path DRT: 800 ps
  – Crit start category: register

Timing
  – Worst slew pin tran: 451 ps
  – Final number of max-transition violations: 0
  – Clock skew: 0 ps
  – # setup viols final: 385
  – Final Hold Vio Count: 0
  – RSZ-0062 raised after global routing: yes
  – WHS: around 210 ps
  – FMAX: 793 MHz
  – Period utilization: 126%
  – Final WS setup: -261 ps
  – Max_slew headroom: a little over two thirds
  – Tmin final: 1260 ps

Job
  – Total of max-cap violations: 0
  – Tool Warnings: 28

Global routing
  – First-pass GRT wire length: about 81,000 microns
  – Initial antenna violation count: 2
  – Vias in the first global route: 12,000
  – Aggregate global routing overflow: 0
  – Gr usage total: between 9 and 10%
  – Largest net degree at the start of global routing: 57
  – Layer with the highest usage: met2
  – Met3 GRT Util: 4.20%
  – Met1 usage: between 10% and 20%
  – GR Util met2: 15.5%

CTS
  – Root Driver: clkbuf_16
  – Clock Path Buffers: 3
  – CTS clk-pin slew, worst paths: 60 ps
  – TritonCTS Buffers: 46
  – CTS tree: built
  – Htree depth: 2
  – Clk Latency, worst-skew pair: 580 ps
  – Clock sink total: 381

Floorplanning
  – Fp_density: 13.9%
  – Die footprint: around 120,000 sq um
  – Row count: ~120
  – Boundary Pins: 765
  – Die Ht: 342 microns
  – Die width: between 300 and 400 microns
  – CORE AREA: 103,000 sq um

Run status
  – Violated checks: setup timing
  – Outcome: complete, but fails checks

Min path
  – Min-delay src: instr_mem[4]
  – Hold WC Path Type: input pin to register
==> per-stage QoR <==
| step | setup TNS [ps] | area, sq um |
|---|---|---|
| finish | -79320 | 25100 |
| global route | -106850 | 25100 |
| CTS | -107590 | 24800 |
| detailed placement | -58660 | 24100 |
| global placement | -56640 | 24100 |
| floorplan | -7750 | 14400 |
==> routing by layer <==
metal | up-vias | part of all wire (%)
li1 | 5723 | -
met3 | 57 | 11
met1 | 5147 | 38
met2 | 483 | 49
met4 | 0 | 2.1
met5 | - | 0
==> synth_stat cells <==
cell and n:
nand2_1 3, buf_4 30, mux2i_1 381, buf_2 6, clkbuf_1 39, nor2b_1 378, dfxtp_1 381, buf_6 10
==> power by group through the flow <==
stage | Combinational [uW] | Clock (uW) | Sequential (uW)
final | 5420 | 17600 | 16800
after global routing | 5930 | 18900 | 16900
after CTS | 5430 | 18300 | 16800
==> cell families after synthesis <==
group / count (synthesis) / share of synthesized area (%)
simple gates: 381 / 16.6
flops: 381 / 53.2
buf+inv: 85 / 3.59
mux: 381 / 26.6
==> cell type report <==
| class | instances | area, sq um | area share, % |
|---|---|---|---|
| Antenna cell | 1 | 2.50 | 0.00997 |
| Clock buffer | 68 | 1380 | 5.48 |
| Clock inverter | 16 | 216 | 0.862 |
| Multi-Input combinational cell | 762 | 6190 | 24.7 |
| Sequential cell | 381 | 8110 | 32.3 |
| Tap cell | 1380 | 1730 | 6.88 |
| Timing Repair Buffer | 863 | 7480 | 29.8 |
==> final timing paths <==
| check | to | slack (ps) | cells after the start |
|---|---|---|---|
| worst max-delay path | o_io_lcd[9] | -260 | 1 |
| worst min-delay path | instr_wb[4] | 210 | 3 |
| worst max register to register | i_io_sw_wb[8] | 140 | 4 |
| worst min register to register | instr_wb[1] | 460 | 2 |
==> what timing repair did <==
action	in CTS	in global routing
gates cloned	0	0
gates resized	1780	28
setup endpoints to repair	381	384
hold buffers	1	0
endpoints found under the hold margin	2	0
buffers inserted	9	14
==> registers in the layout, indices dropped and copies added, names as in the netlist, 32 cells and up <==
register,flops
alu_data_wb,32
i_io_sw_wb,32
immgen_wb,32
instr_wb,32
ld_data_wb,32
o_io_lcd,32
o_io_ledg,32
o_io_ledr,32
pc_four_wb,32
pc_wb,32
==> worst reg2reg max path, cell delays in order, from the launching register on <==
cell,delay (ps)
dfxtp_2,330
buf_4,130
buf_4,120
mux2i_1,120
nor2b_1,60
Power is estimated from default activity; no workload was simulated.
