**flow/run.sh**
```bash
#!/bin/bash
# OpenROAD 26Q1-2900-gdf79404cd8, Yosys 0.63+post, stock flow scripts
make -C /OpenROAD-flow-scripts/flow DESIGN_CONFIG=/design/flow/config.mk WORK_HOME=/design/flow/orfs finish
```
**flow/config.mk**
```make
export PLATFORM = sky130hd
export DESIGN_NAME = brc
export DESIGN_NICKNAME = brc
export VERILOG_FILES = /design/flow/design.v
export SDC_FILE = /design/flow/constraint.sdc
export NUM_CORES = 4
export LEC_CHECK = 1
export CORE_AREA = 10 10 89 89
export DIE_AREA = 0 0 99 99
```
**flow/design.v**
```verilog
module brc (
	input logic [31:0] i_rs1_data,  
	input logic [31:0] i_rs2_data,  
	input logic i_br_un,           
	output logic o_br_less,        
	output logic o_br_equal        
);
	logic signed_eq, signed_lt;
	logic unsigned_eq, unsigned_lt;
	brc_comparator_signed comp_signed (
		.a(i_rs1_data),
		.b(i_rs2_data),
		.A_eq_B(signed_eq),
		.A_lt_B(signed_lt)
	);
	brc_comparator_unsigned comp_unsigned (
		.a(i_rs1_data),
		.b(i_rs2_data),
		.A_eq_B(unsigned_eq),
		.A_lt_B(unsigned_lt)
	);
	mux2_1 mux_eq (
		.a(unsigned_eq),
		.b(signed_eq),
		.s(i_br_un),
		.y(o_br_equal)
	);
	mux2_1 mux_lt (
		.a(unsigned_lt),
		.b(signed_lt),
		.s(i_br_un),
		.y(o_br_less)
	);
endmodule
module brc_comparator_signed(
	input logic [31:0] a,
	input logic [31:0] b,
	output logic A_eq_B,
	output logic A_lt_B 
);
	logic [31:0] sub_result;
	logic cout;
	logic a_sign, b_sign;
	assign a_sign = a[31];
	assign b_sign = b[31];
	sub_32 sub (
		.a(a),
		.b(b),
		.s(sub_result),
		.cout(cout)
	);
	assign A_eq_B = (sub_result == 0);
	assign A_lt_B = (a_sign & ~b_sign) |   
                    (~(a_sign ^ b_sign) & ~cout);   
endmodule
module brc_comparator_unsigned(
    input logic [31:0] a, b,     
    output logic A_eq_B,         
    output logic A_lt_B        
);
    logic [31:0] sub_result;
    logic borrow;
    sub_32 subtractor (
        .a(a),
        .b(b),
        .s(sub_result),
        .cout(borrow)  
    );
    assign A_eq_B = (sub_result == 32'b0);  
    assign A_lt_B = ~borrow;                
endmodule
module full_adder (
	input logic a,
	input logic b,
	input logic cin,
	output logic sum,
	output logic cout
	);
	assign sum = a^b^cin;
	assign cout = (a&b) | cin&(a^b); 
endmodule
module mux2_1 (
	input logic a,
	input logic b,
	input logic s,
	output logic y
	);
	assign y = s ? b : a;
endmodule
module sub_32 (
	input logic [31:0] a,
	input logic [31:0] b,
	output logic [31:0] s,
	output logic cout
	);
	logic [31:0] b_inv;
	logic [32:0] carry;
    assign b_inv = ~b;   
    assign carry[0] = 1;  
	genvar i;
    generate
        for (i = 0; i < 32; i = i + 1) begin: adder_loop
            full_adder fa (
                .a(a[i]),
                .b(b_inv[i]),
                .cin(carry[i]),
                .sum(s[i]),
                .cout(carry[i+1])
            );
        end
    endgenerate
    assign cout = carry[32];
endmodule
```
**flow/constraint.sdc**
```tcl
current_design brc

set clk_period 36.7
set clk_io_pct 0.2

create_clock -name clk0 -period $clk_period

set non_clock_inputs [all_inputs -no_clocks]
set_input_delay [expr $clk_period * $clk_io_pct] -clock clk0 $non_clock_inputs
set_output_delay [expr $clk_period * $clk_io_pct] -clock clk0 [all_outputs]
```
==> notes.md <==
From the run reports.

- The flow ran to the end, and the final reports show no timing, DRC or antenna violations.
- For the final routed database, the setup TNS stands at 0 ns.
- The highest cell delay on the worst timing path reads 0.52 ns.
- The ratio of total power to cell area reads 11.5 nW/um^2.
- The share of the clock period used by the worst path after layout is 78.2%.
- The die width is 99 um.
- The clock buffer instance count of the final layout reads 0.
- The detailed placer's ending HPWL is 2.83 mm.
- The total global routing track utilization is 5.92%.
- The time the worst path needs with I/O delays and setup reads 28.68 ns.
- Once layout is complete, the utilization of the core stands at 27.1%.
- As logged by OpenROAD, the buffers inserted on ports number 67.
- Per the power-grid run, VDD falls by no more than 0.00000432 V.
- The kind of capture point of the worst setup path reads a primary output.
- Yosys printed 0 warnings.
- By instance count after routing, the leading logic cell types are sky130_fd_sc_hd__clkdlybuf4s50_1 (67), sky130_fd_sc_hd__inv_1 (34), sky130_fd_sc_hd__fa_1 (31).
- Per the repair_timing log after CTS, setup buffers inserted total 0.
- The filler-free cell count of the finished design is 222.
- Of the synthesized area, sequential elements account for 0%.
- The report shows a maximum critical-path fanout of 2.
- The cell total after placement is 222.
- The report counts max-capacitance violations totalling 0.
- The leakage component of the power is 0.693 nW.
- The number of placed I/O pins is 67.
- The via count of the first global-routing pass reads 926.
- The starting density of the core reads 14.3%.
- Entering global routing, the biggest net connects 3 pins.
- The launching element type of the critical path is an input port.
- The setup slack after layout reads 8.02 ns.
- Endpoints with negative setup slack in the final report add up to 0.
- After synthesis, the netlist uses 8 different library cells.
- The share of post-route cells with drive strength above 1 is 0.680%.
- The core area is 5990 um^2.
- After detailed routing, the average wire length per cell comes to 12.8 um.
- The total inserted antenna cells reads 0.
- The worst hold slack after final layout is 15.74 ns.
- The library cell appearing most often on the critical path is sky130_fd_sc_hd__fa_1.
- The final design instance area without fill reads 1620 um^2.
- Per the post-synthesis report, the number of cells in the design is 80.
- Post-CTS repair changed the size of 0 cells.
- The die area reads 9800 um^2.
- The worst slack at placement is 7.89 ns.
- The global-route wire length before repair reads 4.60 mm.
- The area after detailed placement reads 1620 um^2.
- The number of sequential cells reported for the layout is 0.
- The final route contains 748 vias.
- The number of cells in the yosys synthesis report is 80.
- In this run the cell area of the synthesized design comes to 858 um^2.
- The total overflow left after global routing is 0.
- Total power for the finished layout comes to 18.6 uW.
- The most used logic cell in the final layout is sky130_fd_sc_hd__clkdlybuf4s50_1.
- The final hold violation count reads 0.
- The sequential cells in the finished layout cover a total of 0 um^2.
- TritonRoute reported its final design rule violation total as 0.
- The average instance area after synthesis reads 10.7 um^2.
- The initial antenna violation count is 0.
- The post-detailed-route via-to-cell ratio reads 3.37.
- The number of cell rows is 28.
- The highest clock frequency the design can meet is 34.9 MHz.
- The data required time reported for the critical path is 29.36 ns.
- The congestion estimate from routability-driven global placement came to 0.775.
- The area added between synthesis and finish reads 89.1%.
- The iteration count of the initial detailed-routing pass reads 2.
- The max-slew violation total from the final report reads 0.
- The headroom to the max-slew limit reads 90.0%.
- The arrival time at the worst endpoint reads 21.34 ns.
- The die is 99 um tall.
- The kind of critical path reads input port to primary output.
- The number of nets with antenna violations after routing is 0.
- Setup repair after global routing left no endpoint under its margin.
- The number of buffers inserted for hold repair after clock tree synthesis is 0.
- The routed wire length is 2.84 mm.
- The path class of the tightest hold or removal check is input port to primary output.
- The slew at the pin with the worst max-slew slack reads 0.150 ns.
- Warnings raised by the tools during the run amount to 33.
- Per the log, the first TritonRoute iteration ended with a DRC count of 3.
- Among all stages on the critical path, the largest delay is contributed by sky130_fd_sc_hd__fa_1.
- The chip area from the yosys synthesis statistics reads 858 um^2.
[layout make-up]
type / count / area [um^2]
Tap cell: 75 / 93.8
Inverter: 34 / 128
Timing Repair Buffer: 67 / 671
Fill cell: 635 / 4370
Multi-Input combinational cell: 46 / 731
[kinds of logic (layout without fill, tap and decap cells)]
family	after synthesis	after routing	share of synthesized area (%)
muxes	1	1	1.31
and+or+nand+nor	11	11	8.02
buffers and inverters	34	101	14.9
AOI/OAI and AO/OA	1	1	0.583
adders and majority gates	33	33	75.2
[cells in the mapped netlist]
library cell / instances / area, um^2
sky130_fd_sc_hd__mux2_2: 1 / 11.3
sky130_fd_sc_hd__nor2_1: 1 / 3.75
sky130_fd_sc_hd__fa_1: 31 / 621
sky130_fd_sc_hd__ha_1: 2 / 25.0
sky130_fd_sc_hd__a21oi_1: 1 / 5.00
sky130_fd_sc_hd__nand4_1: 8 / 50.1
sky130_fd_sc_hd__inv_1: 34 / 128
sky130_fd_sc_hd__or4_1: 2 / 15.0
[report_power, final]
group | internal (mW) | total (mW) | switching, mW
Combinational | 0.0115 | 0.0186 | 0.00718
Clock | 0 | 0 | 0
Sequential | 0 | 0 | 0
[metal layers]
metal / vias to the layer above / track usage [%] / share of wire (%)
met5: - / 0 / 0
met4: 0 / 0 / 0
met3: 0 / 2.82 / 12
met2: 36 / 10.1 / 50
met1: 349 / 7.04 / 38
li1: 363 / - / -
[worst max-delay path: cells and delay by family]
family	cells	cell delay, ns
adder cells (fa/ha/maj)	31	12.21
AND-OR/OR-AND	1	0.08
AND/OR/NAND/NOR	3	0.73
buffers and inverters	3	0.98
[final timing paths]
check                          from    endpoint  slack (ns)  depth (start not counted)
worst max-delay path  i_rs2_data[1]  o_br_equal        8.02                         38
worst min-delay path        i_br_un   o_br_less       15.74                          3
Power is estimated from default activity; no workload was simulated.
